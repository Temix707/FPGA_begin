$ cat flow/run.sh
#!/bin/bash
# OpenROAD 26Q1-2900-gdf79404cd8, Yosys 0.63+post, stock flow scripts
make -C /OpenROAD-flow-scripts/flow DESIGN_CONFIG=/design/flow/config.mk WORK_HOME=/design/flow/orfs finish
$ cat flow/config.mk
export PLATFORM = sky130hd
export DESIGN_NAME = lr6
export DESIGN_NICKNAME = lr6
export VERILOG_FILES = /design/flow/design.v
export SDC_FILE = /design/flow/constraint.sdc
export NUM_CORES = 4
export LEC_CHECK = 1
export CORE_AREA = 10 10 81 81
export DIE_AREA = 0 0 91 91
$ cat flow/constraint.sdc
current_design lr6

set clk_period 1.0
set clk_io_pct 0.2

create_clock -name clk0 -period $clk_period [get_ports {CLOCK_50}]

set non_clock_inputs [all_inputs -no_clocks]
set_input_delay [expr $clk_period * $clk_io_pct] -clock clk0 $non_clock_inputs
set_output_delay [expr $clk_period * $clk_io_pct] -clock clk0 [all_outputs]
$ cat flow/design.v
module lr6(input [1:0]SW,input CLOCK_50,output [1:0]LEDR,output [3:0]LEDG,output reg[6:0]HEX0,output reg[6:0]HEX1,output reg[6:0]HEX2,output reg[6:0]HEX3);
parameter [3:0] reset=0,state1=1,state11=2,state110=3,state1100=4,state11001=5,state110011=6,state1100111=7,state11001110=8;
reg[3:0] currentState;
reg[24:0] counter;
initial begin
currentState = reset;
counter=25'b0;
HEX2=7'b1;
HEX1=7'b1;
end
always@(posedge CLOCK_50)
begin
counter=counter+1;
case(currentState)
4'b0000:
begin
HEX3=7'b0000001;
HEX0=7'b1001111;
end
4'b0001:
begin
HEX3=7'b1001111;
HEX0=7'b1001111;
end
4'b0010:
begin
HEX3=7'b0010010;
HEX0=7'b0000001;
end
4'b0011:
begin
HEX3=7'b0000110;
HEX0=7'b0000001;
end
4'b0100:
begin
HEX3=7'b1001100;
HEX0=7'b1001111;
end
4'b0101:
begin
HEX3=7'b0100100;
HEX0=7'b1001111;
end
4'b0110:
begin
HEX3=7'b0100000;
HEX0=7'b1001111;
end
4'b0111:
begin
HEX3=7'b0001111;
HEX0=7'b0000001;
end
4'b1000:
begin
HEX3=7'b0000000;
HEX0=7'b1111110;
end
endcase
end
always@(posedge counter[2]) 
begin
if(SW[1])
 currentState=reset;
 else case(currentState)
reset:
begin
if(SW[0]==1'b1) currentState=state1;
else currentState=reset;
end
state1:
begin
if(SW[0]==1'b0) currentState=reset;
else currentState=state11;
end
state11:
begin
if(SW[0]==1'b0) currentState=state110;
else currentState=state11;
end
state110:
begin
if(SW[0]==1'b0) currentState=state1100;
else currentState=state1;
end
state1100:
begin
if(SW[0]==1'b0) currentState=reset;
else currentState=state11001;
end
state11001:
begin
if(SW[0]==1'b0) currentState=reset;
else currentState=state110011;
end
state110011:
begin
if(SW[0]==1'b0) currentState=reset;
else currentState=state1100111;
end
state1100111:
begin
if(SW[0]==1'b1) currentState=state11;
else currentState=state11001110;
end
state11001110:
begin
if(SW[0]==1'b1) currentState=state11;
else currentState=reset;
end
default:currentState=reset;
endcase
end
assign LEDG[3:0]=currentState[3:0];
assign LEDR[0]=(currentState==state11001110);
endmodule
==> results.txt <==
run results: status=finished, violations left, failing checks=negative setup slack, critical-path maximum fanout=3, DRC violations left=0, CP peak stage delay=0.39 ns, FFs w/ async S/R, synth=0%, Core Density at Floorplan=a little under a fifth, Worst R2R Start=counter[0]$_DFF_P_, number of enable flip-flop cells=10, core area=4817 sq um, global placer's final weighted congestion=a little over 0.7, synth cell count leaders=21 x buf_4, 10 x edfxtp_1, 7 x dfxtp_1, 7 x nor2_1, Area Overhead vs Synth=19.26%, DR WL/cell=10.29 um, met3 wire len=a little over 200 um, Top FF cell, synth=edfxtp_1, first-pass GRT wire length=~2800 um, Pleak=0.4508 nW, dpl cell area=1080 sq um, reg2reg path depth=2, f_max=0.9423 GHz, sequential-to-total area share from yosys stat=48.42%, Tool Warnings=27, distinct lib cells=30, GRT Total Usage=4.104%, top cell type's share of synthesized area=about a third, critical path startpoint category=register, maximum vdd drop=approximately 0.37 mV, num ports=37, TritonCTS clock tree=built, slack of the worst reg-to-reg path=0.22 ns, Reg clk slew, reported paths=0.05 ns, initial antenna violation count=0, Slew @ Worst Pin=0.5070 ns, crit path DRT=0.80 ns, register pins left without a clock=4, H-tree depth=1, clk latency late pin=around 0.24 ns, Max stage delay cell, worst path=edfxtp_1, Hold Path Class=reg -> reg, pre-CTS setup slack=-0.04919 ns, DR top layer=met4, top-count cell post-synth=buf_4, endpoints left unconstrained=29, Rel. slew slack=approximately 66%, wire length on met2=747 um, max-cap viol count=0, hold slack=0.3874 ns, root buffer cell=clkbuf_8, crit path from=HEX0[3]$_DFFE_PP_, first drt pass iteration count=2, unrepaired setup endpoints after global routing=yes, crit-path most repeated cell=buf_6, Top cells by area=edfxtp_1 33%, buf_4 17%, dfxtp_1 15%, nor2_1 2.9%, nand2b_1 2.8%, crit path DAT=0.86 ns, row count=25, antenna-violating nets left=0, vias in the first global route=558, Die H=slightly above 90 um, port buffer count=21, Finished Cell Area=1085 sq um, Met1 Wirelength=791 um, yosys cell count=87, diode count=0, setup ws final=-0.06123 ns, Synth warnings=2, crit path to=HEX0[6], fin crit share=106.1%, WL final=1749 um, post-layout min period=about 1.1 ns, Worst Clk Skew=roughly 0.000065 ns, largest net degree at the start of global routing=15, total grt overflow=0, Mapped Area=909.6 sq um, post-synthesis cell count=87, Crit. End Element=output pin, die width=~90 um, CTS max path bufs=2, number of DRC markers in iteration 0=~80, FF-to-FF End=counter[2]$_DFF_P_, #FFs+latches synth=17, Setup Crit Path Kind=reg -> out, final hold vios=0, Synth Area per Inst=10.46 sq um, Final Slew Violations=0, vias=around 550, Die ar.=slightly above 8000 sq um, vias per cell=around 3.2, P per Cell Area=approximately 970 nW/um^2, share of post-route cells with drive strength above 1=22.33%, setup violators final=3, Yosys Chip Area=roughly 900 sq um, post-DP HPWL=1366 um, crit path cell chain=buf_6 -> buf_6, Yosys top cell by area=edfxtp_1, total CTS buffers=3
state kept, by name, indices dropped and copies added (netlist names):
name and cells:
HEX3 7, currentState 4, counter 3, HEX0 3
power by group:
part	switching (mW)	total, mW	internal, mW	leakage, nW
Clock	0.172	0.452	0.280	0.0228
Sequential	0	0.574	0.574	0.165
Combinational	0.0116	0.0233	0.0117	0.263
Total	0.183	1.05	0.866	0.451
critical path, delay by kind of cell, from the launching register on:
| family | cells | cell delay, ns |
|---|---|---|
| buf+inv | 2 | 0.24 |
| flops | 1 | 0.39 |
routing by layer:
metal	global-route usage (%)	vias up
met5	0	-
li1	-	279
met4	0.3916	0
met3	2.739	2
met1	4.858	245
met2	6.325	25
cell usage in the layout, fill, tap and decap left out, types with 2 or more instances in the layout:
master	Yosys	layout
dfxtp_1	7	7
xnor2_1	2	2
clkdlybuf4s50_1	0	7
nor3_1	2	2
a21oi_1	2	2
mux2i_1	2	2
clkbuf_8	0	3
clkbuf_2	0	6
conb_1	2	15
nand2b_1	4	4
and2_1	3	3
nor2_1	7	7
and2b_1	3	3
nand2_1	4	4
edfxtp_1	10	10
buf_2	0	5
buf_6	1	4
nor2b_1	2	2
worst min path at each step:
stage / startpoint / depth (start not counted) / slack [ns] / end
4_1_cts: counter[0]$_DFF_P_ / 1 / 0.38 / counter[0]$_DFF_P_
5_1_grt: counter[0]$_DFF_P_ / 1 / 0.39 / counter[0]$_DFF_P_
6_report: counter[0]$_DFF_P_ / 1 / 0.39 / counter[0]$_DFF_P_
cell type report:
class                      count  area, sq um
timing repair buffer          22        170.2
multi-input combinational     58        337.8
tap                           67        83.83
clock buffer                   4        45.04
sequential                    17        440.4
inverter                       2        7.507
fill                         548         3732
cells by family after synthesis:
| kind of cell | synth area share (%) |
|---|---|
| AND-OR/OR-AND | 4.539 |
| XOR/XNOR | 4.678 |
| adder cells (fa/ha/maj) | 1.375 |
| buffers and inverters | 19.81 |
| flip-flops | 48.42 |
| multiplexers | 2.201 |
| other | 0.8256 |
| AND/OR/NAND/NOR | 18.16 |
through the flow:
step                      power [mW]  util [%]  TNS (ns)  cells
final                          1.050     22.52   -0.1819    170
after global routing           1.091     22.52   -0.3318    170
after floorplan               0.6337         -         0    100
after global placement        0.6108     22.42   -0.1264    165
after CTS                      1.067     22.75   -0.1912    170
after detailed placement      0.6106     22.42   -0.1744    165
what timing repair did:
| item | 4_1_cts | 5_1_grt |
|---|---|---|
| hold buffers | 0 | 0 |
| setup buffers | 1 | 0 |
| endpoints found under the hold margin | 0 | 0 |
| endpoints found under the setup margin | 14 | 10 |
| resized | 37 | 9 |
Power figures rest on the tool's default switching activity, not on a simulated workload.
