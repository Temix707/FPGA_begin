$ cat run.sh
#!/bin/bash
# OpenROAD 26Q1-2900-gdf79404cd8, Yosys 0.63+post, stock flow scripts
make -C /OpenROAD-flow-scripts/flow DESIGN_CONFIG=/design/flow/config.mk WORK_HOME=/design/flow/orfs finish
$ cat config.mk
export PLATFORM = sky130hd
export DESIGN_NAME = l3_format_out
export DESIGN_NICKNAME = l3_format_out
export VERILOG_FILES = /design/flow/design.v
export SDC_FILE = /design/flow/constraint.sdc
export NUM_CORES = 4
export LEC_CHECK = 1
export CORE_AREA = 10 10 89 89
export DIE_AREA = 0 0 99 99
$ cat constraint.sdc
current_design l3_format_out

set clk_period 1.8
set clk_io_pct 0.2

create_clock -name clk0 -period $clk_period

set non_clock_inputs [all_inputs -no_clocks]
set_input_delay [expr $clk_period * $clk_io_pct] -clock clk0 $non_clock_inputs
set_output_delay [expr $clk_period * $clk_io_pct] -clock clk0 [all_outputs]
$ cat design.v
module l3_format (
	input [9:0] SW,
	output [7:0] LEDG_bin,
	output reg [6:0] HEX0,
	output reg [6:0] HEX1,
	output reg [6:0] HEX2
);
wire [7:0] bin_l = SW [3:0];  
wire [7:0] dec_h = SW [9:4];  
reg [7:0] bin_h;
always @* begin
	case(dec_h) 
		4'b0000 : bin_h = 7'b0000000;  
		4'b0001 : bin_h = 7'b0001010;  
		4'b0010 : bin_h = 8'b00010100;  
		4'b0011 : bin_h = 8'b00011110;  
		4'b0100 : bin_h = 8'b00101000;  
		4'b0101 : bin_h = 8'b00110010;  
		4'b0110 : bin_h = 8'b00111100;  
		4'b0111 : bin_h = 8'b01000110;  
		4'b1000 : bin_h = 8'b01010000;  
		4'b1001 : bin_h = 8'b01011010;  
		5'b010000 : bin_h = 8'b01100100;  
		6'b010001 : bin_h = 8'b01101110;  
		6'b010010 : bin_h = 8'b01111000;  
		6'b010011 : bin_h = 8'b10000010;  
		6'b010100 : bin_h = 8'b10001100;  
		6'b010101 : bin_h = 8'b10010110;  
		6'b010110 : bin_h = 8'b10100000;  
		6'b010111 : bin_h = 8'b10101010;  
		6'b011000 : bin_h = 8'b10110100;  
		6'b011001 : bin_h = 8'b10111110;  
		6'b100000 : bin_h = 8'b11001000;  
		6'b100001 : bin_h = 8'b11010010;  
		6'b100010 : bin_h = 8'b11011100;  
		6'b100011 : bin_h = 8'b11100110;  
		6'b100100 : bin_h = 8'b11110000;  
		6'b100101 : bin_h = 8'b11111010;  
	endcase
	case(SW[3:0])  
		4'b0000: HEX0 <= 7'b1000000;  
		4'b0001: HEX0 <= 7'b1111001;  
		4'b0010: HEX0 <= 7'b0100100;  
		4'b0011: HEX0 <= 7'b0110000;  
		4'b0100: HEX0 <= 7'b0011001;  
		4'b0101: HEX0 <= 7'b0010010;  
		4'b0110: HEX0 <= 7'b0000010;  
		4'b0111: HEX0 <= 7'b1111000;  
		4'b1000: HEX0 <= 7'b0000000;  
		4'b1001: HEX0 <= 7'b0010000;  
		default: HEX0 <= 7'b0000110;  
	endcase
	case(SW[7:4])  
		4'b0000: HEX1 <= 7'b1000000;  
		4'b0001: HEX1 <= 7'b1111001;  
		4'b0010: HEX1 <= 7'b0100100;  
		4'b0011: HEX1 <= 7'b0110000;  
		4'b0100: HEX1 <= 7'b0011001;  
		4'b0101: HEX1 <= 7'b0010010;  
		4'b0110: HEX1 <= 7'b0000010;  
		4'b0111: HEX1 <= 7'b1111000;  
		4'b1000: HEX1 <= 7'b0000000;  
		4'b1001: HEX1 <= 7'b0010000;  
	endcase
	case(SW[9:8])  
		2'b00: HEX2 <= 7'b1000000;  
		2'b01: HEX2 <= 7'b1111001;  
		2'b10: HEX2 <= 7'b0100100;  
		default: HEX2 <= 7'b0000110;  
	endcase
end
assign LEDG_bin = bin_h + bin_l;  
endmodule
module l3_format_out(
	input [9:0] SW,
	output [7:0] LEDG,
	output [6:0] HEX0,
	output [6:0] HEX1,
	output [6:0] HEX2
);
l3_format l3(SW[9:0], LEDG[7:0],HEX0[6:0], HEX1[6:0], HEX2[6:0]);
endmodule
==> notes.md <==
impl run done, here's what came out: Tot GR Track Use 6.22%, register pins left without a clock 14, DRT Pass-1 Iters 4, initial antenna violation count 0, Final Max Slew Viols 0, Filler Cells Inserted 611, Synth mux share 0.871%, share of layout cells above drive strength 1 31.3%, drt total wl 3.16 mm, Dominant comb cell AND-OR/OR-AND gates, ant diodes 0, Slew Limit Headroom 43.0%, Cell Type Count 49, grt total ovfl 0, yosys simple share 19.4%, Die Span Y 99 um, Cell area leaders dlxtn_1 18%, ha_1 14%, a21oi_1 9.1%, failing checks setup timing, fp util 19.2%, CP Capture Type primary output, yosys stat area 1150 sq um, crit-path cells buf_8, ha_4, inv_2, fa_2, nor2b_4, o2111ai_2, xnor2_1, buf_2, crit-path max cell delay 0.35 ns, hpwl dp 2.42 mm, Clk pwr share 0%, residual DRC count 0, # port buffers 39, Max FO, Critical Path 2, width of the chip 99 um, Avg Synthesized Cell Area 7.42 sq um, Power Dens Cells 207 nW/um^2, fmax 551 MHz, master of the slowest instance on the critical path fa_2, remaining antenna violation count 0, most frequent cells in the layout 18 x a21oi_1, 18 x buf_4, 18 x clkdlybuf4s50_1, Startpoint Class input port, Async SR Flop Fraction 0%, Buf/Inv on CP 3, area share, top type 18.3%, yosys aoi share 26.6%, CP Data Required Time 1.44 ns, RSZ-0062 raised after global routing true, first-pass GRT wire length 5.49 mm, hold crit path type in -> out, EDFF count, synth 0, Adders+Majority by Area 16.8%, Non-Filler Instances 273, Crit Path Class in -> out, area leader, netlist dlxtn_1, OpenROAD warning count 42, DR WL/cell 11.6 um, combinational power share 88.4%, Post-synth regs 14, Hold Slack 1.17 ns, Cells after Synth 155, XOR/XNOR Area Share 5.33%, internal power 216 uW, vias in the first global route 1178, via count 1183, Sw Share 41.7%, yosys warns 1, crit path DAT 1.46 ns, vias per std cell 4.33, Pleak 0.000757 uW, status finished, violations left, endpoints failing hold 0, post-layout min period 1.82 ns, top_reg_cell synth dlxtn_1, fin crit share 101%, CP delay by family, top adder cells, Syn-to-layout area delta 55.2%, largest net degree at the start of global routing 27, dpl cells 270, synthesized area 1150 sq um, cell total in the yosys stat output 155, I/O pin cnt 39, gpl congestion 0.863, sequential share of power 11.6%, DP Worst Slack -0.994 ns, total power 370 uW, std cell rows 28, endpoints failing setup 1, initial detailed-routing violation count 87, Die Size 9800 sq um, VDD IR max 0.0000955 V, Least-Margin Pin Slew 0.852 ns, endpoints left unconstrained 21, core area 5990 sq um, Max Cap Violations 0, Final WS setup -0.0156 ns, Sw Pwr 154 uW
==> metal layers <==
| layer | track usage, % | up-vias | wire [um] |
|---|---|---|---|
| li1 | - | 620 | - |
| met4 | 0 | 0 | 0 |
| met5 | 0 | - | 0 |
| met2 | 10.4 | 36 | 1400 |
| met1 | 8.24 | 527 | 1470 |
| met3 | 1.76 | 0 | 281 |
==> synthesized netlist by cell type, drive strengths merged, types with 2 or more instances <==
library cell  instances
dlxtn                14
nor3                  3
a21oi                21
nor2b                 3
a211oi                2
inv                  12
or3                   2
a21o                  3
o2111ai               2
xor2                  2
clkbuf                3
xnor2                 5
nor2                 11
ha                   13
buf                  13
nand2                 7
nand2b                5
o21ai                11
==> cells by family (layout without fill, tap and decap cells) <==
group                    Yosys count  in the layout
AND-OR/OR-AND                     50             50
AND/OR/NAND/NOR                   40             40
XOR/XNOR                           7              7
adder cells (fa/ha/maj)           15             15
buffers and inverters             28             71
multiplexers                       1              1
latches                           14             14
==> final cells by class <==
| type | instances | area, sq um | share of cell area, % |
|---|---|---|---|
| Sequential cell | 14 | 210 | 11.8 |
| Timing Repair Buffer | 59 | 504 | 28.3 |
| Multi-Input combinational cell | 113 | 931 | 52.2 |
| Inverter | 12 | 45.0 | 2.52 |
| Tap cell | 75 | 93.8 | 5.26 |
==> tightest hold or removal path, delay by kind of cell <==
| kind | cells | cell delay (ns) |
|---|---|---|
| buffers and inverters | 3 | 0.36 |
| AND-OR/OR-AND | 1 | 0.08 |
==> registers in the layout, summed over array words and instances, names as in the netlist <==
register,flops
l3.bin_h,7
l3.HEX1,7
==> metrics by stage <==
stage	cell area [sq um]	util (%)	TNS, ns
global route	1780	29.8	-0.156
CTS	1770	29.5	-0.211
detailed placement	1660	27.7	-10.94
global placement	1660	27.7	-10.92
floorplan	1150	-	0
finish	1780	29.8	-0.0156
==> power groups by stage <==
stage                 combinational [uW]  sequential [uW]  clock (uW)
after global routing                 373             44.6           0
final                                327             43.0           0
after CTS                            322             43.3           0
==> path summary, 6_finish.rpt <==
kind | start | slack, ns | to | cells after the start
max | SW[1] | -0.02 | LEDG[7] | 8
min | SW[2] | 1.17 | HEX0[4] | 4
==> repair_timing <==
item,in CTS,in global routing
setup endpoints to repair,21,11
setup buffers,3,0
pin swaps,15,6
gates resized,75,12
hold buffers,0,0
Power figures rest on the tool's default switching activity, not on a simulated workload.
